--- design/flow/design.v ---
module Add_Sub_mantisa(
	input [27:0] mantA_aligned,
	input [27:0] mantB_aligned,
	input clk,
	input rst,
	input signA,
	input signB,
	input operation,
	output reg [27:0] mantisa_raw,
	output reg sign_result
);
	wire [27:0] mant_sum;
	wire [27:0] mant_diff;
	wire Is_mantA_bigger;
	wire effective_sub;
	assign effective_sub = (operation ^ (signA ^ signB));
	assign Is_mantA_bigger = (mantA_aligned >= mantB_aligned);
	assign mant_sum = mantA_aligned + mantB_aligned;
	assign mant_diff = Is_mantA_bigger ? (mantA_aligned - mantB_aligned) : (mantB_aligned - mantA_aligned);  
	always @(posedge clk or posedge rst)
	begin
		if(rst)
		begin
			mantisa_raw <= 28'b0;
			sign_result <= 1'b0;
		end else
		begin
			if(effective_sub)
			begin
				mantisa_raw <= mant_diff;
				if(signA == signB)
				begin
					sign_result <= Is_mantA_bigger? signA:~signA;
				end else
				begin
					sign_result <= Is_mantA_bigger ? signA : signB;
				end
			end else
			begin
				mantisa_raw <= mant_sum;
				sign_result <= signA;
			end
		end
	end
endmodule 
module FPU_32b(
	input wire RST,
	input wire [31:0] opa_i,
	input wire [31:0] opb_i,
	input wire [1:0]  mode_i,
	input wire fpu_op_i,
	input wire clk_i,
	output wire [31:0] result,
	output wire ine,
	output wire overflow,
	output wire underflow,
	output wire inf,
	output wire zero
);
	wire signA, signB;
	wire [7:0] expA, expB;
	wire [23:0] mantA, mantB;
	wire[7:0] exp_common;
	wire [27:0] mantA_aligned;
	wire [27:0] mantB_aligned;
	wire [27:0] mantisa_raw;
	wire sign_result;
	wire [27:0] mantisa_norm;
	wire [7:0] exp_norm;
	wire [22:0] mantisa_round;
	wire [7:0] exp_round;
	wire [31:0] packed_result;
	Unpack u_unpack(
			.clk(clk_i),
			.rst(RST),
			.opa_i(opa_i),
			.opb_i(opb_i),
			.signA_o(signA),
			.signB_o(signB),
			.expA_o(expA),
			.expB_o(expB),
			.mantA_o(mantA),
			.mantB_o(mantB)
			);
	Add_Sub_mantisa u_addsub(
			.clk(clk_i),
			.rst(RST),
			.mantA_aligned(mantA_aligned),
			.mantB_aligned(mantB_aligned),
			.signA(signA),
			.signB(signB),
			.operation(fpu_op_i),
			.mantisa_raw(mantisa_raw),
			.sign_result(sign_result)
	);
	pre_normalize u_pre_norm(
			.clk(clk_i),
			.rst(RST),
			.expA_i(expA),
			.expB_i(expB),
			.mantA_i(mantA),
			.mantB_i(mantB),
			.exp_common(exp_common),
			.mantA_aligned(mantA_aligned),
			.mantB_aligned(mantB_aligned)
	);
	Normalize u_normalize(
			.clk(clk_i),
			.rst(RST),
			.mantisa_raw(mantisa_raw),
			.exp_common(exp_common),
			.mantisa_norm(mantisa_norm),
			.exp_norm(exp_norm)
	);
	rounding u_rounding(
			.clk(clk_i),
			.rst(RST),
			.mantisa_norm(mantisa_norm),
			.exp_norm(exp_norm),
			.sign_norm(sign_result),
			.mode(mode_i),
			.mantisa_round(mantisa_round),
			.exp_round(exp_round)
	);
	pack u_pack(
			.clk(clk_i),
			.rst(RST),
			.sign(sign_result),
			.mantisa(mantisa_round),
			.exp(exp_round),
			.result(result)
	);
	assign ine = 1'b0;
	assign overflow = (exp_round == 8'b11111111);
	assign underflow = (exp_round == 8'b00);
	assign inf = (exp_round == 8'b11111111) && (mantisa_round == 0);
	assign zero = (exp_round == 8'b00) && (mantisa_round == 0);
endmodule 
module Normalize(
    input  wire [27:0] mantisa_raw,
    input  wire [7:0]  exp_common,
    input  wire clk,
    input  wire rst,
    output reg [27:0] mantisa_norm,
    output reg [7:0]  exp_norm
);
	reg [27:0] mant_temp;
	reg [7:0] exp_temp;
	integer i;
	always @(posedge clk or posedge rst)
	begin
		if(rst)
		begin
			mantisa_norm <= 27'b0;
			exp_norm <= 8'b0;
		end else
		begin
			mant_temp = mantisa_raw;
			exp_temp = exp_common;
			if(mant_temp[27])
			begin
				mant_temp = mant_temp >> 1;
				exp_temp = exp_temp + 8'b1;
			end else if(!mant_temp[26])
			begin
				for(i = 0; i < 27 && !mant_temp[26];i = i + 1)
				begin
					mant_temp = mant_temp << 1;
					exp_temp = exp_temp - 1;
				end
			end
			mantisa_norm <= mant_temp[27:0];
			if(mant_temp == 28'b0)
			begin
				exp_norm <= 8'b0;
			end else
			begin
				exp_norm <= exp_temp;
			end
		end
	end
endmodule
module pack(
	input wire sign,
	input wire clk,
	input wire rst,
	input wire [22:0] mantisa,
	input wire [7:0] exp,
	output reg [31:0] result
);
	always @(posedge clk or posedge rst)
	begin
		if(rst)
		begin
			result <= 32'b0;
		end else
		begin
			result <= {sign,exp,mantisa};
		end
	end
endmodule 
module Unpack(
	input wire [31:0] opa_i,
	input wire [31:0] opb_i,
	input wire clk,
	input rst, 
	output reg signA_o,
	output reg signB_o,
	output reg [7:0] expA_o,
	output reg [7:0] expB_o,
	output reg [23:0] mantA_o,
	output reg [23:0] mantB_o
);
	always @(posedge clk or posedge rst)
	begin
		if(rst)
		begin
			signA_o <= 0;
			signB_o <= 0;
			expA_o <= 8'b0;
			expB_o <= 8'b0;
			mantA_o <= 23'b0;
			mantB_o <= 23'b0;
		end else
		begin
			signA_o <= opa_i[31];
			signB_o <= opb_i[31];
			expA_o <= opa_i[30:23];
			expB_o <= opb_i[30:23];
			mantA_o <=  (opa_i[30:23] == 8'b0) ? {1'b0, opa_i[22:0]} : {1'b1, opa_i[22:0]};
			mantB_o <=  (opb_i[30:23] == 8'b0) ? {1'b0, opb_i[22:0]} : {1'b1, opb_i[22:0]};
		end
	end
endmodule
module pre_normalize(
    input clk,
    input rst,
    input [7:0] expA_i,
    input [7:0] expB_i,
    input [23:0] mantA_i,
    input [23:0] mantB_i,
    output reg [7:0] exp_common,
    output reg [27:0] mantA_aligned,
    output reg [27:0] mantB_aligned
);
    wire [7:0] diff = (expA_i > expB_i)? (expA_i - expB_i): (expB_i - expA_i);
    wire [27:0] mantA_ext = {1'b0,mantA_i,3'b0};
    wire [27:0] mantB_ext = {1'b0,mantB_i,3'b0};
    wire [27:0] fracS = (expA_i > expB_i)? mantB_ext: mantA_ext;  
    wire [27:0] frac_shift = (diff >= 28)? (28'b0): (fracS >> diff);   
    always @(posedge clk)begin
        if (rst) begin
            exp_common <= 8'b0;
            mantA_aligned <= 28'b0;
            mantB_aligned <= 28'b0;
        end else begin
            exp_common <= (expA_i > expB_i)? expA_i:expB_i;
            mantA_aligned <= (expA_i > expB_i) ? mantA_ext: frac_shift;
            mantB_aligned <= (expA_i > expB_i) ? frac_shift: mantB_ext;
        end
    end 
endmodule
module rounding(
	input wire [27:0] mantisa_norm,
	input wire [7:0]	exp_norm,
	input wire sign_norm,
	input wire clk,
	input wire rst,
	input wire [1:0] mode,
	output reg [22:0] mantisa_round,
	output reg [7:0] exp_round
);
	wire G = mantisa_norm[2];
	wire R = mantisa_norm[1];
	wire S = mantisa_norm[0];
	reg [24:0] mant_shifted;
	reg [24:0] mant_temp;
	reg [7:0] exp_temp;
	reg overflow;
	always @(posedge clk or posedge rst)
	begin
		if(rst)
		begin
			mant_temp <= 24'b0;
			exp_round <= 8'b0;
			mantisa_round <= 23'b0;
			exp_temp = 8'b0;
		end else
		begin
			exp_temp = exp_norm;
			case(mode)
			2'b00:
			begin
				if(G && (R | S | mantisa_norm[3]))
				begin
					mant_temp <= mantisa_norm[27:3] + 1;
				end else
				begin
					mant_temp <= mantisa_norm[27:3];
				end
			end
			2'b01:
			begin
				mant_temp <= mantisa_norm[27:3];
			end
			2'b10:
			begin
				if((sign_norm == 1'b0) && (G | R | S))
				begin
					mant_temp <= mantisa_norm[27:3] + 1;
				end else
				begin
					mant_temp <= mantisa_norm[27:3];
				end
			end
			2'b11:
			begin
				if((sign_norm == 1'b1) && (G | R | S))
				begin
					mant_temp <= mantisa_norm[27:3] + 1;
				end else
				begin
				mant_temp <= mantisa_norm[27:3];
				end
			end
			endcase
			if(mant_temp[24] == 1'b1)
			begin
				overflow <= 1'b1;
			end else
			begin
				overflow <= 1'b0;
			end
			mant_shifted <= overflow ? (mant_temp >> 1) : mant_temp;
			mantisa_round <= mant_shifted[22:0];
			exp_round <= overflow? (exp_temp + 1) : exp_temp;
		end
	end
endmodule 
--- design/flow/run.sh ---
#!/bin/bash
# OpenROAD 26Q1-2900-gdf79404cd8, Yosys 0.63+post, stock flow scripts
make -C /OpenROAD-flow-scripts/flow DESIGN_CONFIG=/design/flow/config.mk WORK_HOME=/design/flow/orfs finish
--- design/flow/config.mk ---
export PLATFORM = sky130hd
export DESIGN_NAME = FPU_32b
export DESIGN_NICKNAME = FPU_32b
export VERILOG_FILES = /design/flow/design.v
export SDC_FILE = /design/flow/constraint.sdc
export NUM_CORES = 4
export LEC_CHECK = 1
export CORE_UTILIZATION = 40
export SYNTH_HDL_FRONTEND = slang
--- design/flow/constraint.sdc ---
current_design FPU_32b

set clk_period 12.2
set clk_io_pct 0.2

create_clock -name clk0 -period $clk_period [get_ports {clk_i}]

set non_clock_inputs [all_inputs -no_clocks]
set_input_delay [expr $clk_period * $clk_io_pct] -clock clk0 $non_clock_inputs
set_output_delay [expr $clk_period * $clk_io_pct] -clock clk0 [all_outputs]
==> impl_metrics.json <==
{
  "cp-start-kind": "register",
  "area_leaders": "dfrtp_1 (22%), a21oi_1 (6.2%), nand2_1 (5.5%)",
  "fmax_ghz": 0.113,
  "simple_gate_area_share_pct": 17.9,
  "cts_root_buffer": "clkbuf_16",
  "clk_pin_slew_ns": 0.07,
  "post_synth_ao_oa_area_fraction_pct": 26.3,
  "critical_path_required_ns": 12.65,
  "synthCells": 3043,
  "syn_avg_cell_area_um2": 7.97,
  "grt_first_pass_wirelength_mm": 142,
  "synthTopLogicFamily": "AND-OR/OR-AND gates",
  "fp.coreArea_mm2": 0.0595,
  "rsz0062_at_grt": "no",
  "yosys_warnings": 0,
  "setup_viol": 0,
  "num_vias": 23400,
  "clock_latency_ns": 0.55,
  "synthFlopType": "dfrtp_1",
  "initial_core_util_pct": 40.8,
  "common_cells": "nand2_1 (353), a21oi_1 (301), nor2_1 (256)",
  "maxCapViolations": 0,
  "io_buffers": 104,
  "synthArstFlopShare_pct": 71.7,
  "worst_clock_skew_ns": 0.0328,
  "worstSetupEndpointType": "register",
  "final_cells": 3849,
  "yosysUniqueCellTypes": 97,
  "wire_per_inst_um": 24.5,
  "fa_ha_area_share_pct": 5.71,
  "r2r_start": "u_pre_norm.exp_common[0]$_SDFF_PP0_",
  "edf_count": 24,
  "power.share.clock_pct": 16.0,
  "chipWidth_um": 248,
  "p_int_w": 0.00333,
  "fin_crit_ns": 8.82,
  "grt_pass1_vias": 22600,
  "xor_share_pct": 8.36,
  "synth_area_mm2": 0.0243,
  "top_area_share_pct": 22.5,
  "power_per_cell_area_mw_per_mm2": 241,
  "whs_path_depth": 0,
  "drtIter0Drc": 2279,
  "cp_max_fo": 30,
  "hold_class": "reg -> reg",
  "gp_congestion": 1.04,
  "report.final.slew_viol_count": 0,
  "r2r_slack_ns": 3.38,
  "peakVddDrop_mv": 0.105,
  "area_growth_pct": 12.4,
  "rr_endpoint": "u_normalize.exp_norm[4]$_DFF_PP0_",
  "yosys.stat.seqShare_pct": 30.6,
  "rows": 89,
  "final-hold-violation-count": 0,
  "muxShareOfSynthArea_pct": 5.42,
  "die-area_mm2": 0.0616,
  "timing.setup.tns_ns": 0,
  "post_cts_resized": 0,
  "synth_top_cell_by_count": "nand2_1",
  "ys_seq_elements": 304,
  "whs_endpoint": "u_rounding.mantisa_round[20]$_DFF_PP0_",
  "die_h_um": 248,
  "hold_buffers": 0,
  "dp.cells": 3781,
  "cts_buffer_depth": 3,
  "p_leak_nw": 11.0,
  "wl_mm": 94.3,
  "combPwrFrac_pct": 62.1,
  "n_fill_cell": 5779,
  "hold_slack_ns": 0.346,
  "worstSetupPathType": "reg -> reg",
  "ys_cells": 3043,
  "max_slew_margin_pct": 33.7,
  "routed_via_density": 6.08,
  "cts_buffers": 36,
  "drive_above_1_share_pct": 7.87,
  "power_switching_w": 0.00323,
  "post-route-drc-count": 0,
  "cts_sinks": 304,
  "seq_power_share_pct": 21.9,
  "final.period_utilization_pct": 72.3,
  "gr-total-overflow": 0,
  "gr-usage-all-layers_pct": 31.5,
  "ant_nets": 0,
  "pin_count": 106,
  "cts_max_level": 2,
  "worst_r2r_path_depth": 24,
  "warnings": 89,
  "tightest_slew_ns": 0.988,
  "grt_max_degree": 70,
  "switching_share_pct": 49.2,
  "hp-start": "u_rounding.mant_shifted[20]$_DFFE_PN_",
  "antenna_found_initial": 4,
  "status": "finished, final reports clean",
  "yosys.area.top_type": "dfrtp_1",
  "cp.arrival_ns": 9.27,
  "cts_tree": "built",
  "drtPass1Iterations": 10,
  "yosys_area_mm2": 0.0243,
  "place_hpwl_mm": 69.9,
  "cts_setup_buffers": 0
}
metrics by stage:
stage	power (W)	area [µm²]	worst slack, ns	util (%)
2_1_floorplan	0.00416	24300	3.14	-
3_3_place_gp	0.00546	26100	3.66	43.9
3_5_place_dp	0.00543	26100	3.56	43.9
4_1_cts	0.00651	27300	3.50	45.9
5_1_grt	0.00697	27300	2.86	45.9
6_report	0.00656	27300	3.38	45.9
layer usage:
metal	up-vias	global-route usage (%)	wire length, µm
li1	11000	-	-
met1	11000	43.7	39100
met2	1174	48.9	42600
met3	275	6.07	7860
met4	0	13.1	4720
met5	-	0	0
sequential cells by signal, indices dropped and copies added (netlist names), 23 cells and up:
name,cells
u_pre_norm.mantB_aligned,27
u_pre_norm.mantA_aligned,27
u_addsub.mantisa_raw,28
u_rounding.mant_shifted,23
u_pack.result,32
u_normalize.mantisa_norm,27
u_unpack.mantA_o,24
u_unpack.mantB_o,24
u_rounding.mantisa_round,23
u_rounding.mant_temp,25
area by class of cell:
class                      instances  area [µm²]  area share [%]
antenna                            2        5.00          0.0183
clock buffer                      47         993            3.64
multi-input combinational       2375       15500            56.8
inverter                         136         518            1.90
sequential                       304        7420            27.2
tap                              773         967            3.54
clock inverter                    19         169           0.619
timing repair buffer             193        1710            6.26
worst max-delay path by stage:
stage | startpoint | to | slack [ns] | cells after the start
5_1_grt | u_pre_norm.exp_common[0]$_SDFF_PP0_ | u_normalize.exp_norm[6]$_DFF_PP0_ | 2.86 | 25
4_1_cts | u_pre_norm.exp_common[0]$_SDFF_PP0_ | u_normalize.exp_norm[4]$_DFF_PP0_ | 3.50 | 24
6_report | u_pre_norm.exp_common[0]$_SDFF_PP0_ | u_normalize.exp_norm[4]$_DFF_PP0_ | 3.38 | 24
cells in the final DEF, fill, tap and decap left out, drive strengths merged, types with 62 or more instances in the layout:
master,synthesis,routed
nand2,353,353
a21oi,302,302
nor2,258,258
o21ai,223,223
dfrtp,218,218
inv,130,132
xnor2,131,131
clkdlybuf4s50,0,104
ha,102,102
mux2i,94,94
nor3,91,91
buf,38,89
a211oi,73,73
dfxtp,62,62
logic make-up after synthesis:
kind of cell    Yosys count
mux                     127
buf+inv                 364
other cells               1
xor+xnor                194
simple gates            956
fa+ha+maj               108
compound gates          989
flops                   304
worst max-delay path, stage by stage, from the launching register on:
cell and delay [ns]:
dfxtp_1 0.30, buf_4 0.24, inv_1 0.56, ha_1 0.70
xor2_1 0.46, o2bb2ai_1 0.23, or2_2 0.54, xnor2_1 0.54
mux2i_1 0.71, a211oi_1 0.20, mux2_4 0.36, nor2_4 0.21
xnor3_2 0.61, xnor2_4 0.46, xnor2_2 0.19, xnor2_2 0.36
xnor3_1 0.47, a221oi_2 0.23, o21ai_1 0.17, a21o_1 0.21
a222oi_1 0.31, nor3_1 0.09, a211oi_1 0.19, o21ai_1 0.11
a211oi_2 0.21
power groups by stage:
| stage | Sequential (W) | Combinational [W] | Clock (W) |
|---|---|---|---|
| CTS | 0.00144 | 0.00399 | 0.00108 |
| global route | 0.00147 | 0.00437 | 0.00112 |
| finish | 0.00144 | 0.00408 | 0.00105 |
Power is estimated from default activity; no workload was simulated.
